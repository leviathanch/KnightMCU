==> /design/flow/design.v <==
`default_nettype none
module mixed_precision_support (
    input [31:0] a,
    input [31:0] b,
    output [63:0] result
);
reg [31:0] a_fixed;
reg [31:0] b_fixed;
assign a_fixed = $signed({a[31], a[30:0]}) << 16;
assign b_fixed = $signed({b[31], b[30:0]}) << 16;
reg [63:0] mult_result;
always @* begin
    mult_result = $signed(a_fixed) * $signed(b_fixed);
end
assign result = {mult_result[63], mult_result[62:32]} + 
               {mult_result[31], mult_result[30:0]} / 65536;
endmodule
==> /design/flow/run.sh <==
#!/bin/bash
# OpenROAD 26Q1-2900-gdf79404cd8, Yosys 0.63+post, stock flow scripts
make -C /OpenROAD-flow-scripts/flow DESIGN_CONFIG=/design/flow/config.mk WORK_HOME=/design/flow/orfs finish
==> /design/flow/config.mk <==
export PLATFORM = sky130hd
export DESIGN_NAME = mixed_precision_support
export DESIGN_NICKNAME = mixed_precision_support
export VERILOG_FILES = /design/flow/design.v
export SDC_FILE = /design/flow/constraint.sdc
export NUM_CORES = 4
export LEC_CHECK = 1
export CORE_UTILIZATION = 40
==> /design/flow/constraint.sdc <==
current_design mixed_precision_support

set clk_period 17.5
set clk_io_pct 0.2

create_clock -name clk0 -period $clk_period

set non_clock_inputs [all_inputs -no_clocks]
set_input_delay [expr $clk_period * $clk_io_pct] -clock clk0 $non_clock_inputs
set_output_delay [expr $clk_period * $clk_io_pct] -clock clk0 [all_outputs]
==> flow_summary.ini <==
; physical design summary
[route]
antenna_cells_inserted = 0
antenna_left = 0
first_iter_violations = 253
drtPass1Iterations = 6
routed_via_density = 4.71
vias = 6957
wl_per_cell_um = 14.4
drc = 0
wirelength_mm = 21.3

[setup_path]
end_kind = primary output
required_ns = 14.00
critPathKind = in2out
cp_common_cell = fa_1
crit_fanout = 16
max_stage_delay_ns = 0.97
cp_slowest_cell = clkdlybuf4s50_1
path_cells = clkdlybuf4s50_1, nand2_1, inv_1, fa_1, fa_1, fa_1, fa_1, fa_1, inv_1, fa_1, inv_1, ha_1, and3_1, nand3_1, or4b_1, a21oi_1, o41ai_2, o2111ai_1, a21oi_1, xnor2_1, clkdlybuf4s50_1
critPathBufInv = 5
cp_data_arrival_time_ns = 11.27
path_depth = 21
critPathLaunchType = primary input
crit_family = adder cells

[global_routing]
grt_pass1_wl_mm = 38.0
grt-ovfl-total = 0
grt_max_degree = 17
grt_pass1_vias = 7531
antenna_found_initial = 0
grt_usage_pct = 19.4

[sta]
fin_crit_sh_pct = 84.4
hold_violations = 0
finalMaxSlewViolations = 0
rsz0062_at_grt = false
fin_crit_ns = 14.77
slew_headroom_pct = 47.4
fmax_mhz = 67.7
timing_worst_slew_pin_value_ns = 0.787
finalSetupViolCount = 0
finalSetupTns_ns = 0

[yosys]
ys_cells = 1126
synth-warning-count = 3
top_area_cell = fa_1
synthTopCellsByArea = fa_1 52%, inv_1 11%, ha_1 10%, and2_1 7.5%, nand2_1 4.9%
yosys.stat.seqShare_pct = 0
postSynthCellCount = 1126
top_area_share_pct = 51.7
syn_area_per_cell_um2 = 9.02
synth_area_mm2 = 0.0102
synth_cell_types = 44
yosys_area_mm2 = 0.0102

[layout]
clkbuf_count = 0
fill_cells = 2359
final_area_mm2 = 0.0110
flop_area_um2 = 0
final_cell_mix = 290 x inv_1, 262 x fa_1, 132 x nand2_1
seq_cells = 0
final_common_cell = inv_1
syn_to_final_growth_pct = 7.86
drive_gt1_share_pct = 0.953
comb_area_mm2 = 0.00880

[outcome]
status = complete, no violations

[die]
rows = 57
die_h_um = 161
dieWidth_um = 161
dieArea_mm2 = 0.0260
fp-utilization_pct = 41.3
core_area_mm2 = 0.0246
boundaryPins = 128

[clocking]
ctsResizeCount = 0
holdBufCountCts = 0
post_cts_buffers = 0

[job]
drv_cap = 0
warnings = 64

[place]
dpl_cell_area_mm2 = 0.0110
gp_congestion = 0.863
place_hpwl_mm = 18.7
port_buffers = 64

[worst_hold_path]
hold_class = in2out
min_path_cells = 3
[per-layer routing]
metal  track usage [%]  wire, µm  vias up
met5                 0         0        -
li1                  -         -     3267
met2              27.1      9190      259
met3              8.72      2380        5
met1              30.9      9700     3426
met4             0.729        59        0
[path summary, 6_finish.rpt]
check | start | slack [ns] | end
worst max-delay path | b[1] | 2.73 | result[30]
worst min-delay path | a[0] | 8.37 | result[0]
[synth_stat cells (6+ instances only)]
| cell type | count |
|---|---|
| inv_1 | 290 |
| fa_1 | 262 |
| nand2_1 | 132 |
| and2_1 | 122 |
| ha_1 | 82 |
| clkbuf_1 | 37 |
| buf_4 | 33 |
| xnor2_1 | 27 |
| nor2_1 | 26 |
| a21o_1 | 18 |
| a21oi_1 | 17 |
| xor2_1 | 10 |
| a31oi_1 | 7 |
| and3_1 | 6 |
| o21ai_0 | 6 |
[stage by stage]
stage                     cells  worst slack [ns]  utilization (%)  hold WS (ns)
after floorplan            1157              4.92                -          7.08
after global placement     1478              2.70             44.5          8.39
after detailed placement   1478              2.72             44.5          8.38
after CTS                  1478              2.67             44.5          8.38
after global routing       1478              2.36             44.5          8.46
final                      1478              2.73             44.5          8.37
[layout make-up]
cell class | instances | share of cell area (%)
repair buffers | 67 | 6.05
multi-input cells | 797 | 80.3
well taps | 324 | 3.70
inverters | 290 | 9.94
[cell families after synthesis]
family | count (synthesis) | synth area share (%)
adder cells (fa/ha/maj) | 344 | 61.8
buffers and inverters | 360 | 14.5
AND/OR/NAND/NOR | 312 | 15.4
AND-OR/OR-AND | 72 | 5.14
XOR/XNOR | 37 | 3.19
other | 1 | 0.0369
